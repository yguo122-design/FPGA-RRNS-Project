[design/flow/config.mk]
export PLATFORM = sky130hd
export DESIGN_NAME = top_rrns_uart
export DESIGN_NICKNAME = top_rrns_uart
export VERILOG_FILES = /design/flow/design.v
export SDC_FILE = /design/flow/constraint.sdc
export NUM_CORES = 4
export LEC_CHECK = 1
export CORE_UTILIZATION = 40
[design/flow/constraint.sdc]
current_design top_rrns_uart

set clk_period 9.8
set clk_io_pct 0.2

create_clock -name clk0 -period $clk_period [get_ports {clk}]

set non_clock_inputs [all_inputs -no_clocks]
set_input_delay [expr $clk_period * $clk_io_pct] -clock clk0 $non_clock_inputs
set_output_delay [expr $clk_period * $clk_io_pct] -clock clk0 [all_outputs]
[design/flow/design.v]
`timescale 1ns / 1ps
module top_rrns_uart(
    input  wire       clk,
    input  wire [3:0] btn,
    output wire [3:0] led,
    output wire led0_r, led0_g, led0_b,
    output wire led1_r, led1_g, led1_b,
    output wire led2_r, led2_g, led2_b,
    output wire led3_r, led3_g, led3_b,
    output wire uart_tx_pin,
    input  wire uart_rx_pin
);
    wire rst_n = ~btn[0];
    wire [7:0] rx_data;
    wire rx_valid;
    wire tx_busy;
    reg [7:0] tx_data;
    reg tx_start;
    reg data_received_flag;
    reg [27:0] led_timer;
    reg [27:0] div_cnt;
    reg slow_clk;
    uart_rx u_rx (
        .clk(clk),
        .rst_n(rst_n),
        .uart_rx_pin(uart_rx_pin),
        .rx_data(rx_data),
        .rx_valid(rx_valid)
    );
    uart_tx u_tx (
        .clk(clk),
        .rst_n(rst_n),
        .uart_tx_pin(uart_tx_pin),
        .tx_data(tx_data),
        .tx_start(tx_start),
        .tx_busy(tx_busy)
    );
    always @(posedge clk or negedge rst_n) begin
        if(!rst_n) begin
            tx_start <= 0;
            tx_data <= 0;
            data_received_flag <= 0;
            led_timer <= 0;
        end else begin
            tx_start <= rx_valid;  
            if(rx_valid) begin
                tx_data <= rx_data;
                data_received_flag <= 1;
                led_timer <= 50_000_000;  
            end
            if(led_timer > 0) led_timer <= led_timer - 1;
            if(led_timer == 0) data_received_flag <= 0;
        end
    end
    always @(posedge clk or negedge rst_n) begin
        if(!rst_n) begin
            div_cnt <= 0; slow_clk <= 0;
        end else begin
            div_cnt <= div_cnt + 1;
            if(div_cnt == 50_000_000) begin
                div_cnt <= 0; slow_clk <= ~slow_clk;
            end
        end
    end
    assign led[0] = slow_clk;
    assign led[1] = rx_valid;
    assign led[2] = 0;
    assign led[3] = 0;
    assign led0_r = 0;
    assign led0_g = data_received_flag;
    assign led0_b = !data_received_flag;
    assign led1_r = 0; assign led1_g = 0; assign led1_b = 0;
    assign led2_r = 0; assign led2_g = 0; assign led2_b = 0;
    assign led3_r = 0; assign led3_g = 0; assign led3_b = 0;
endmodule
`timescale 1ns / 1ps
module uart_rx(
    input  wire       clk,
    input  wire       rst_n,
    input  wire       uart_rx_pin,  
    output reg [7:0]  rx_data,      
    output reg        rx_valid      
);
    parameter CLK_FREQ  = 100_000_000;
    parameter BAUD_RATE = 9600;
    localparam CNT_MAX = 10416;  
    localparam CNT_MID = CNT_MAX / 2; 
    reg rx_d1, rx_d2, rx_d3;
    wire rx_neg_edge;
    always @(posedge clk or negedge rst_n) begin
        if (!rst_n) begin
            rx_d1 <= 1'b1; rx_d2 <= 1'b1; rx_d3 <= 1'b1;
        end else begin
            rx_d1 <= uart_rx_pin;
            rx_d2 <= rx_d1;
            rx_d3 <= rx_d2;
        end
    end
    assign rx_neg_edge = rx_d3 & ~rx_d2;
    reg [3:0] bit_idx;      
    reg [15:0] cnt;
    reg [7:0] data_buf;
    reg state_idle, state_recv;
    always @(posedge clk or negedge rst_n) begin
        if (!rst_n) begin
            state_idle <= 1'b1;
            state_recv <= 1'b0;
            bit_idx <= 0;
            cnt <= 0;
            data_buf <= 0;
            rx_data <= 0;
            rx_valid <= 0;
        end else begin
            rx_valid <= 0;  
            if (state_idle) begin
                if (rx_neg_edge) begin
                    state_idle <= 0;
                    state_recv <= 1;
                    cnt <= 0;
                    bit_idx <= 0;
                end
            end else if (state_recv) begin
                cnt <= cnt + 1;
                case (bit_idx)
                    0: begin  
                        if (cnt == CNT_MID) begin
                            if (rx_d2 != 1'b0) begin state_idle <= 1; state_recv <= 0; end
                        end else if (cnt == CNT_MAX + CNT_MID) begin
                            data_buf[0] <= rx_d2;
                            bit_idx <= 1;
                            cnt <= 0;
                        end
                    end
                    1,2,3,4,5,6,7: begin  
                        if (cnt == CNT_MAX) begin
                            data_buf[bit_idx] <= rx_d2;
                            bit_idx <= bit_idx + 1;
                            cnt <= 0;
                        end
                    end
                    8: begin  
                        if (cnt == CNT_MAX) begin
                            if (rx_d2 == 1'b1) begin
                                rx_data <= data_buf;
                                rx_valid <= 1'b1;
                            end
                            state_idle <= 1;
                            state_recv <= 0;
                            cnt <= 0;
                        end
                    end
                endcase
            end
        end
    end
endmodule
`timescale 1ns / 1ps
module uart_tx(
    input  wire       clk,
    input  wire       rst_n,
    output reg        uart_tx_pin,
    input  wire [7:0] tx_data,
    input  wire       tx_start,
    output reg        tx_busy
);
    parameter CLK_FREQ  = 100_000_000;
    parameter BAUD_RATE = 9600;
    localparam CNT_MAX = 10416;  
    reg [15:0] cnt;
    reg [3:0] bit_idx;  
    reg [7:0] data_buf;
    reg state_idle, state_send;
    always @(posedge clk or negedge rst_n) begin
        if(!rst_n) begin
            uart_tx_pin <= 1'b1;       
            cnt <= 0; 
            bit_idx <= 0; 
            data_buf <= 0;
            tx_busy <= 0;
            state_idle <= 1'b1; 
            state_send <= 1'b0;
        end else begin
            if(state_idle) begin
                uart_tx_pin <= 1'b1;
                tx_busy <= 0;
                if(tx_start) begin
                    state_idle <= 1'b0; 
                    state_send <= 1'b1;
                    data_buf <= tx_data;
                    bit_idx <= 0;
                    cnt <= 0;
                    uart_tx_pin <= 1'b0;  
                    tx_busy <= 1'b1;      
                end
            end else if(state_send) begin
                if(cnt == CNT_MAX) begin
                    cnt <= 0;
                    if(bit_idx < 8) begin
                        uart_tx_pin <= data_buf[bit_idx]; 
                        bit_idx <= bit_idx + 1;
                    end else if(bit_idx == 8) begin 
                        uart_tx_pin <= 1'b1; 
                        bit_idx <= bit_idx + 1;  
                    end else begin 
                        state_idle <= 1; 
                        state_send <= 0;
                        tx_busy <= 0; 
                    end
                end else begin
                    cnt <= cnt + 1;
                end
            end
        end
    end
endmodule
[design/flow/run.sh]
#!/bin/bash
# OpenROAD 26Q1-2900-gdf79404cd8, Yosys 0.63+post, stock flow scripts
make -C /OpenROAD-flow-scripts/flow DESIGN_CONFIG=/design/flow/config.mk WORK_HOME=/design/flow/orfs finish
==> Changelog: implementation <==
### Physical design

* Status: finished clean
* Crit-path slowest cell: dfrtp_1
* Share of post-route cells with drive strength above 1 at 0.134
* Hold Path End: u_rx.rx_d2
* GRT Util Overall at 0.160
* Setup crit start kind: register
* Gate power share at 0.010
* Cts hold-fix bufs at 0
* Sw frac at 0.203
* Slew margin rel. at 0.384
* WP data required at 7.84 ns
* Die Ht at 136 um
* Post-CTS setup buffer count at 0
* Worst EP arrival at 1.83 ns
* Main flop type: dfrtp_1
* Critical path class: reg2out
* Via count at 4988
* Synth warn at 3
* WL per Instance at 14.1 um
* Total CTS buffers at 17
* Chip width at 136 um
* RSZ-0062 raised after global routing: no
* GPL Wtd Cong at 0.838
* Final wirelength at 13100 um
* Reg power frac at 0.460
* Critical-path cell list: clkdlybuf4s50_1
* Async SR Flop Fraction at 1.00
* FF-to-FF path depth at 5
* FP Rows at 48
* HPWL Detailed at 8430 um
* Core area at 17500 um2
* Synth-to-Final Area Change at 11.3%
* Synth flops at 140
* Ant diodes at 0
* Mean Syn Cell Area at 10.4 um2
* PD cells at 157 nW/um2
* CTS tree: done
* Max cap viols at 0
* H-tree depth at 4
* CP delay by family, top: flip-flops
* Pre-Place Util at 0.414
* Worst VDD drop at 0.132 mV
* Clk sinks at 140
* Top cell area share at 0.464
* Max Slew Vio Count at 0
* Internal power at 0.00101 W
* Crit end category: primary output
* Most frequent cells after synthesis: dfrtp_1 (134), nor2_1 (63), nand2_1 (44), xor2_1 (37)
* Vias in the first global route at 4897
* Final Setup Violations at 0
* EDFF count, synth at 0
* Worst-margin pin slew at 0.916 ns
* First-pass detailed-route iteration total at 5
* Initial DRC Count at 258
* Flop2flop setup slack at 6.96 ns
* Warning total across the stage logs at 38
* Register area at 3510 um2
* Post-synth top area cell: dfrtp_1
* # port buffers at 7
* Critical R2R Capture: led_timer[17]
* Synthesized cell area at 7230 um2
* Top achievable clock speed at 264 MHz
* CTS clk-pin slew, worst paths at 0.06 ns
* Share of total power in the clock network at 0.531
* Logic area at 3440 um2
* Mapped Cells at 696
* Clock Skew at 0.00614 ns
* P_sw at 0.000257 W
* Initial antenna violation count at 0
* Final hold slack at 0.356 ns
* Hold Crit Depth at 0
* Most frequent cell after synthesis: dfrtp_1
* Unique cell types at 66
* Post-synth seq share at 0.486
* Crit share post-route at 0.387
* Clock Path Buffers at 2
* Critical path buffers and inverters at 1
* Pwr Total at 0.00126 W
* First-pass GRT wire length at 23500 um
* Cells after DPL at 901
* Largest net degree at the start of global routing at 80
* Synth area leaders: dfrtp_1 (46%), xor2_1 (4.5%), xnor2_1 (4.4%)
* Vias/cell at 5.35
* Residual DRC at 0
* Sum Neg Setup Slack at 0 ns
* Crit Path Max Fanout at 16
* Die area at 18600 um2
* Late-Pin Clk Latency at 0.41 ns
* Hold wc startpoint: u_rx.rx_d1
* Post-cts gate resize count at 0
* Detail Route Antenna Nets at 0
* Final min period at 3.79 ns
* R2R Path Start: led_timer[3]
* Leakage at 3.65 nW
* Yosys stat cell total at 696
* Clk root buf: clkbuf_16
* # fillers at 1505
* Global route overflow at 0
* HP Class: reg2reg
* Yosys Chip Area at 7230 um2
* IO Pins at 23
* CP max stage delay at 0.81 ns
* Non-filler instance count after layout at 932
* Final tally of hold violations at 0
-- sequential cells by signal, indices dropped and copies added, names as in the netlist, 4 cells and up --
register	cells
div_cnt	28
led_timer	28
tx_data	8
u_rx.bit_idx	4
u_rx.cnt	16
u_rx.data_buf	8
u_rx.rx_data	8
u_tx.bit_idx	4
u_tx.cnt	16
u_tx.data_buf	8
-- how the worst max path moves through the flow --
stage	startpoint	end	cells after the start
CTS	u_rx.rx_valid	led[1]	1
global route	u_rx.rx_valid	led[1]	1
finish	u_rx.rx_valid	led[1]	1
-- per-stage QoR --
step / setup WS [ns] / util / instance area (um2)
2_1_floorplan: 4.10 / - / 7270
3_3_place_gp: 6.01 / 0.425 / 7430
3_5_place_dp: 5.98 / 0.425 / 7430
4_1_cts: 5.97 / 0.460 / 8050
5_1_grt: 5.92 / 0.460 / 8050
6_report: 6.01 / 0.460 / 8050
-- metal layers --
layer  share of wire  track usage
met1            0.50        0.252
met4           0.010       0.0185
met5               0            0
met3           0.040       0.0346
met2            0.45        0.241
-- final cells by class --
| class | instances | area share |
|---|---|---|
| clock buffer | 17 | 0.0529 |
| clock inverter | 14 | 0.0239 |
| multi-input combinational | 500 | 0.428 |
| inverter | 26 | 0.0127 |
| tap | 225 | 0.0350 |
| timing repair buffer | 10 | 0.0115 |
| sequential | 140 | 0.436 |
-- power by group through the flow --
stage,combinational (W),clock (W),sequential [W]
after global routing,0.0000155,0.000716,0.000580
after CTS,0.0000137,0.000688,0.000580
final,0.0000126,0.000670,0.000580
-- placed cells by master (no fill, tap or decap), types with 5 or more instances in the layout --
cell             instances
or3_1                    8
conb_1                  12
clkdlybuf4s50_1          7
inv_1                   25
nand4b_1                 5
a21oi_1                 30
and3_1                   7
nor4_1                  20
xnor2_1                 36
mux2_2                  22
nand4_1                 20
nor2_1                  63
o21ai_0                 23
xor2_1                  37
or2_2                    5
nor3_1                  19
or4_1                    5
a211oi_1                 5
dfstp_2                  6
nand2b_1                 8
clkbuf_16               17
and4_1                   6
dfrtp_1                134
ha_1                    16
nand2_1                 44
mux2_4                   8
o31ai_1                  5
and2_1                   5
nor2b_1                  5
nand3_1                 36
-- cell families (layout without fill, tap and decap cells) --
| family | count (synthesis) | count (layout) | synth area share |
|---|---|---|---|
| and+or+nand+nor | 282 | 282 | 0.220 |
| DFF | 140 | 140 | 0.486 |
| AOI/OAI and AO/OA | 82 | 82 | 0.0711 |
| xor gates and xnor gates | 73 | 73 | 0.0884 |
| buffers and inverters | 67 | 67 | 0.0450 |
| muxes | 35 | 35 | 0.0613 |
| adders and majority gates | 16 | 16 | 0.0277 |
| other | 1 | 12 | 0.000519 |
Power is estimated from default activity; no workload was simulated.
