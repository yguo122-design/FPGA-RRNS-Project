File: design.v
`timescale 1ns / 1ps
module channel_unit #(
    parameter [19:0] P_MI0     = 20'd0,
    parameter [19:0] P_MI1     = 20'd0,
    parameter [19:0] P_MI2     = 20'd0,
    parameter [19:0] P_INV0    = 20'd0,
    parameter [19:0] P_INV1    = 20'd0,
    parameter [19:0] P_INV2    = 20'd0,
    parameter [19:0] P_M_TOTAL = 20'd0,
    parameter [3:0]  P_IDX1    = 4'd0,
    parameter [3:0]  P_IDX2    = 4'd0,
    parameter [3:0]  P_IDX3    = 4'd0
) (
    input wire [6:0] r0, input wire [6:0] r1, input wire [6:0] r2,
    input wire [6:0] r3, input wire [6:0] r4, input wire [6:0] r5,
    input wire [6:0] r6, input wire [6:0] r7, input wire [6:0] r8,
    output reg [19:0] x_out,
    output reg [15:0] dist_out
);
    reg [6:0] r_a, r_b, r_c; 
    reg [6:0]  m_val_iter, xm, d1, d2, d;
    reg [6:0]  r_val;
    integer i;
    reg [19:0] x_temp;
    reg [15:0] sum_sq;
    function [6:0] get_mod_val;
        input [3:0] idx;
        case(idx)
            0: get_mod_val = 7'd64;
            1: get_mod_val = 7'd63;
            2: get_mod_val = 7'd65;
            3: get_mod_val = 7'd31;
            4: get_mod_val = 7'd29;
            5: get_mod_val = 7'd23;
            6: get_mod_val = 7'd19;
            7: get_mod_val = 7'd17;
            8: get_mod_val = 7'd11;
            default: get_mod_val = 7'd1;
        endcase
    endfunction
    always @(*) begin : select_residues
        case(P_IDX1)
            0: r_a = r0; 1: r_a = r1; 2: r_a = r2; 3: r_a = r3;
            4: r_a = r4; 5: r_a = r5; 6: r_a = r6; 7: r_a = r7;
            default: r_a = r8;
        endcase
        case(P_IDX2)
            0: r_b = r0; 1: r_b = r1; 2: r_b = r2; 3: r_b = r3;
            4: r_b = r4; 5: r_b = r5; 6: r_b = r6; 7: r_b = r7;
            default: r_b = r8;
        endcase
        case(P_IDX3)
            0: r_c = r0; 1: r_c = r1; 2: r_c = r2; 3: r_c = r3;
            4: r_c = r4; 5: r_c = r5; 6: r_c = r6; 7: r_c = r7;
            default: r_c = r8;
        endcase
    end
    always @(*) begin : crt_calc
        reg [63:0] term1, term2, term3, sum_raw;
        term1 = $signed(r_a) * $signed(P_MI0) * $signed(P_INV0);
        term2 = $signed(r_b) * $signed(P_MI1) * $signed(P_INV1);
        term3 = $signed(r_c) * $signed(P_MI2) * $signed(P_INV2);
        sum_raw = term1 + term2 + term3;
        if (P_M_TOTAL != 0)
            x_temp = sum_raw % P_M_TOTAL;
        else
            x_temp = 0;
        x_out = x_temp[19:0];
    end
    always @(*) begin : dist_calc
        sum_sq = 0;
        for (i = 0; i < 9; i = i + 1) begin
            if (i != P_IDX1 && i != P_IDX2 && i != P_IDX3) begin
                case(i)
                    0: r_val = r0; 1: r_val = r1; 2: r_val = r2; 3: r_val = r3;
                    4: r_val = r4; 5: r_val = r5; 6: r_val = r6; 7: r_val = r7;
                    default: r_val = r8;
                endcase
                m_val_iter = get_mod_val(i);
                if (m_val_iter != 0) begin
                    xm = x_temp % m_val_iter;
                    d1 = (xm > r_val) ? (xm - r_val) : (r_val - xm);
                    d2 = m_val_iter - d1;
                    d = (d1 < d2) ? d1 : d2;
                    sum_sq = sum_sq + (d * d);
                end
            end
        end
        dist_out = sum_sq;
    end
endmodule
File: run.sh
#!/bin/bash
# OpenROAD 26Q1-2900-gdf79404cd8, Yosys 0.63+post, stock flow scripts
make -C /OpenROAD-flow-scripts/flow DESIGN_CONFIG=/design/flow/config.mk WORK_HOME=/design/flow/orfs finish
File: config.mk
export PLATFORM = sky130hd
export DESIGN_NAME = channel_unit
export DESIGN_NICKNAME = channel_unit
export VERILOG_FILES = /design/flow/design.v
export SDC_FILE = /design/flow/constraint.sdc
export NUM_CORES = 4
export LEC_CHECK = 1
export CORE_UTILIZATION = 50
File: constraint.sdc
current_design channel_unit

set clk_period 17.6
set clk_io_pct 0.2

create_clock -name clk0 -period $clk_period

set non_clock_inputs [all_inputs -no_clocks]
set_input_delay [expr $clk_period * $clk_io_pct] -clock clk0 $non_clock_inputs
set_output_delay [expr $clk_period * $clk_io_pct] -clock clk0 [all_outputs]
==> results.txt <==
final-layout fill cell count: 2284
first-pass detailed-route iteration total: 6
summed standard-cell area reported by yosys: 13060 um^2
Syn-to-layout area delta: 12.82%
largest net degree at the start of global routing: 15
mapped cell area: 13060 um^2
ANT nets after route: 0
via/cell ratio: 4.810
final-layout setup total negative slack: 0 ns
Most common cell on crit path: sky130_fd_sc_hd__fa_1
run status: complete, no violations
number of ports placed on the die boundary: 99
fin. max-slew vios: 0
routed wire length on met2: 13740 um
Wirelength per Cell: 14.79 um
total cells reported by yosys after synthesis: 1497
multi-input logic area: 11420 um^2
min cycle time layout: 17.23 ns
worst slew pin tran: 0.7512 ns
global-route wire length before repair: 48080 um
via count of the first global-routing pass: 9826
horizontal die dimension: 163.6 um
crit-path max FO: 5
total routed wire length on the met1 layer: 12950 um
path class of the lowest-slack min-delay path: in2out
Setup CP Type: in2out
endpoint with the worst hold slack: dist_out[0]
final routed DRC violation total: 0
count of different cell masters after synthesis: 78
num sequential: 0
RePlAce Congestion: 0.9393
antenna diode count: 0
post-synth top area share: 42.61%
dominant cells by area after synthesis: sky130_fd_sc_hd__fa_1 43%, sky130_fd_sc_hd__ha_1 17%, sky130_fd_sc_hd__inv_1 12%
vias after detailed routing: 9366
Die ar.: 26770 um^2
cell depth of the worst min-delay path: 5
cell count after synthesis: 1497
I/O Buffers: 72
hpwl dp: 26820 um
max-cap check violation count: 0
fraction of layout instances using a drive strength above 1: 9.895%
antenna violations before repair: 0
origin of the worst min-delay path: r1[0]
cell type with the largest total area: sky130_fd_sc_hd__fa_1
element type at the critical path start: primary input
data arrival at the endpoint of the critical path: 13.71 ns
number of clock buffers in the layout: 0
total gr overflow: 0
Core Footprint: 25400 um^2
average size of a mapped cell: 8.725 um^2
Max-Slew Margin vs Limit: 49.59%
Tool Warnings: 46
Top cell excl fill/tap: sky130_fd_sc_hd__inv_1
height of the die: 163.6 um
top library cells by usage in the layout, fill and taps aside: 428 x sky130_fd_sc_hd__inv_1, 272 x sky130_fd_sc_hd__fa_1, 170 x sky130_fd_sc_hd__ha_1, 136 x sky130_fd_sc_hd__nor2_1, 75 x sky130_fd_sc_hd__buf_4
hold buffers post-CTS: 0
FMAX: 0.05802 GHz
DR top layer: met4
CP endpoint kind: output pin
critical path's slowest cell: sky130_fd_sc_hd__fa_1
required time of the critical path: 14.08 ns
wirelength, routed: 28800 um
met3 wirelength from detailed routing: 1810 um
final worst-path cycle share: 97.93%
number of warning messages in the yosys log: 1
detailed router's first-iteration violation count: 317
area occupied by registers: 0 um^2
floorplan utilization: 51.42%
sequential-to-total area share from yosys stat: 0%
# rows: 58
Final Hold Viols: 0
total global routing track utilization: 24.80%
worst stage delay on the critical path: 0.55 ns
number of setup violations in the final report: 0
==> cell usage after synthesis, drive strengths merged, types with 5 or more instances <==
cell type,n
nand2b,18
nor4,9
nor2b,18
xnor2,38
o21ai,33
a211oi,7
a21o,12
nor2,140
a22o,5
inv,430
fa,278
or2,15
o21bai,9
buf,30
mux2i,18
o211ai,7
a21oi,35
or4,5
nand2,71
and2,16
clkbuf,20
nand3,14
xor2,11
nor3,15
ha,173
a31oi,6
mux2,7
==> layer usage <==
| layer | vias up | global-route usage, % |
|---|---|---|
| met2 | 165 | 40.14 |
| met3 | 10 | 6.751 |
| met1 | 4433 | 36.53 |
| li1 | 4758 | - |
| met4 | 0 | 1.936 |
| met5 | - | 0 |
==> through the flow <==
stage	area, um^2	cells	setup WS, ns	util (%)	hold slack, ns
final	14740	1947	0.3650	58.01	8.471
after global routing	14740	1947	-0.03214	58.01	8.584
after floorplan	13150	1520	1.411	-	7.304
after CTS	14540	1944	0.004039	57.23	8.500
after detailed placement	14540	1944	0.02216	57.23	8.496
after global placement	14540	1944	0.07817	57.23	8.479
==> layout make-up <==
cell class	instances	area share (%)
multi-input combinational	1039	77.47
tap	330	2.802
inverter	431	10.98
timing repair buffer	147	8.746
==> critical path: cells and delay by family <==
kind            cells  cell delay (ns)
xor+xnor            2             0.36
compound gates      6             1.14
simple gates        4             1.15
buf+inv            10             1.43
fa+ha+maj          13             5.47
mux                 2             0.62
==> worst max path at each step <==
| stage | startpoint | to | slack, ns |
|---|---|---|---|
| 4_1_cts | r7[0] | dist_out[13] | 0.004 |
| 5_1_grt | r4[0] | dist_out[10] | -0.03 |
| 6_report | r7[1] | dist_out[15] | 0.37 |
==> logic make-up after synthesis <==
group                    after synthesis  share of synthesized area (%)
multiplexers                          25                          2.222
XOR/XNOR                              49                          3.401
AND/OR/NAND/NOR                      338                          12.28
AND-OR/OR-AND                        152                          8.305
adder cells (fa/ha/maj)              451                          59.18
other                                  1                        0.02871
buffers and inverters                481                          14.58
==> what timing repair did <==
action                                 in CTS  in global routing
buffers inserted                            0                  3
gates resized                               0                 43
setup endpoints to repair                   0                  8
endpoints found under the hold margin       0                  0
