==> flow/design.v <==
`timescale 1ns / 1ps
module encoder_3nrm (
    input  wire       clk,
    input  wire       rst_n,
    input  wire       start,          
    input  wire [15:0] data_in,       
    output reg [63:0] residues_out,   
    output reg        done            
);
    localparam M1 = 7'd64;
    localparam M2 = 7'd63;
    localparam M3 = 7'd65;  
    localparam M4 = 7'd31;
    localparam M5 = 7'd29;
    localparam M6 = 7'd23;
    localparam M7 = 7'd19;
    localparam M8 = 7'd17;
    localparam M9 = 7'd11;   
    wire [5:0] r1 = data_in % M1;
    wire [5:0] r2 = data_in % M2;
    wire [6:0] r3 = data_in % M3;
    wire [4:0] r4 = data_in % M4;
    wire [4:0] r5 = data_in % M5;
    wire [4:0] r6 = data_in % M6;
    wire [4:0] r7 = data_in % M7;
    wire [4:0] r8 = data_in % M8;
    wire [3:0] r9 = data_in % M9;  
    wire [47:0] valid_codeword;
    assign valid_codeword = {
        r1, r2, r3,        
        r4, r5, r6, r7, r8, r9  
    };  
    always @(posedge clk or negedge rst_n) begin
        if (!rst_n) begin
            residues_out <= 64'd0;
            done <= 1'b0;
        end else begin
            done <= 1'b0;
            if (start) begin
                residues_out <= { valid_codeword, 16'd0 };
                done <= 1'b1;
            end
        end
    end
endmodule
`timescale 1ns / 1ps
module top_3nrm_loopback(
    input  wire       clk,
    input  wire [3:0] btn,
    output wire [3:0] led,
    output wire led0_r, led0_g, led0_b,
    output wire led1_r, led1_g, led1_b,
    output wire led2_r, led2_g, led2_b,
    output wire led3_r, led3_g, led3_b,
    output wire uart_tx_pin,
    input  wire uart_rx_pin
);
    wire rst_n = ~btn[0];  
    wire [7:0] rx_byte;
    wire rx_valid;
    wire tx_busy;
    reg [7:0] tx_data;
    reg tx_start;
    reg [15:0] parsed_number;        
    reg number_ready;                
    wire [63:0] encoder_out;         
    wire encoder_done;
    reg [19:0] decoder_out;         
    wire decoder_valid;
    wire decoder_uncorrectable;
    reg [27:0] div_cnt;
    reg slow_clk;
    reg [1:0] hex_idx;        
    reg [1:0] main_state;
    reg [15:0] ascii_accumulator;    
    reg [3:0] digit_count;           
    reg parsing_active;              
    reg [3:0] nibble;
    reg encoder_done_sync;       
    reg decoder_valid_sync;      
    uart_rx u_rx (
        .clk(clk),
        .rst_n(rst_n),
        .uart_rx_pin(uart_rx_pin),
        .rx_data(rx_byte),
        .rx_valid(rx_valid)
    );
    uart_tx u_tx (
        .clk(clk),
        .rst_n(rst_n),
        .uart_tx_pin(uart_tx_pin),
        .tx_data(tx_data),
        .tx_start(tx_start),
        .tx_busy(tx_busy)
    );
    encoder_3nrm u_encoder (
        .clk(clk),
        .rst_n(rst_n),
        .start(number_ready),       
        .data_in(parsed_number),
        .residues_out(encoder_out),
        .done(encoder_done)
    );
    wire [63:0] decoder_input_bus;
    assign decoder_input_bus =  encoder_out;
    wire decoder_start_wire;
    assign decoder_start_wire = encoder_done;  
    always @(posedge clk or negedge rst_n) begin
        if (!rst_n) begin
            main_state <= 0;
            hex_idx <= 0;
            parsed_number <= 0;
            ascii_accumulator <= 0;
            parsing_active <= 0;
            digit_count <= 0;
            number_ready <= 0;
            tx_start <= 0;
            tx_data <= 0;
            encoder_done_sync <= 0;
            decoder_valid_sync <= 0;
        end else begin
            encoder_done_sync <= encoder_done;
            decoder_valid_sync <= decoder_valid;
            if (rx_valid) begin
                if (rx_byte == 8'd13 || rx_byte == 8'd10) begin  
                    if (parsing_active) begin
                        parsed_number <= ascii_accumulator;
                        parsing_active <= 0;
                        main_state <= 1; 
                        number_ready <= 1;  
                    end
                end else if (rx_byte >= 8'd48 && rx_byte <= 8'd57) begin  
                    if (!parsing_active) begin
                        ascii_accumulator <= 0;
                        digit_count <= 0;
                    end
                    if (digit_count < 5) begin  
                        ascii_accumulator <= ascii_accumulator * 10 + (rx_byte - 8'd48);
                        digit_count <= digit_count + 1;
                        parsing_active <= 1;
                    end
                end else begin
                    parsing_active <= 0;
                    ascii_accumulator <= 0;
                end
            end
            case (main_state)
                0: begin
                    number_ready <= 0;  
                    tx_start <= 0;
                end
                1: begin
                    main_state <= 2;
                    hex_idx <= 0;
                    number_ready <= 0;
                decoder_out <= 16'h12C;  
                end
                2: begin
                    if (!tx_busy && !tx_start) begin  
                        tx_start <= 0;  
                        if (hex_idx < 4) begin
                            case (hex_idx)
                                0: nibble = decoder_out[15:12];
                                1: nibble = decoder_out[11:8];
                                2: nibble = decoder_out[7:4];
                                3: nibble = decoder_out[3:0];
                                default: nibble = 0;
                            endcase
                            if (nibble < 10)
                                tx_data <= nibble + 8'd48;
                            else
                                tx_data <= nibble - 10 + 8'd65;  
                            tx_start <= 1;  
                            hex_idx <= hex_idx + 1;
                        end else if (hex_idx == 4) begin
                            tx_data <= 8'd10;  
                            tx_start <= 1;
                            hex_idx <= hex_idx + 1;
                        end else begin
                            main_state <= 0;
                            hex_idx <= 0;
                            ascii_accumulator <= 0;
                            digit_count <= 0;
                            parsing_active <= 0;
                        end
                    end
                end
                default: main_state <= 0;
            endcase
        end
    end
    assign led[0] = parsing_active;        
    assign led[1] = (main_state == 1);     
    assign led[2] = (main_state == 2);     
    assign led[3] = decoder_uncorrectable; 
    always @(posedge clk or negedge rst_n) begin
        if(!rst_n) begin
            div_cnt <= 0; slow_clk <= 0;
        end else begin
            div_cnt <= div_cnt + 1;
            if(div_cnt == 2_500_000) begin  
                div_cnt <= 0; slow_clk <= ~slow_clk;
            end
        end
    end
    assign led0_g = (main_state == 0);
    assign led0_r = (main_state == 1);
    assign led0_b = (main_state == 2);
    assign led1_r = 0; assign led1_g = 0; assign led1_b = 0;
    assign led2_r = 0; assign led2_g = 0; assign led2_b = 0;
    assign led3_r = 0; assign led3_g = 0; assign led3_b = 0;
endmodule
`timescale 1ns / 1ps
module uart_rx(
    input  wire       clk,
    input  wire       rst_n,
    input  wire       uart_rx_pin,  
    output reg [7:0]  rx_data,      
    output reg        rx_valid      
);
    parameter CLK_FREQ  = 100_000_000;
    parameter BAUD_RATE = 9600;
    localparam CNT_MAX = 10416;  
    localparam CNT_MID = CNT_MAX / 2; 
    reg rx_d1, rx_d2, rx_d3;
    wire rx_neg_edge;
    always @(posedge clk or negedge rst_n) begin
        if (!rst_n) begin
            rx_d1 <= 1'b1; rx_d2 <= 1'b1; rx_d3 <= 1'b1;
        end else begin
            rx_d1 <= uart_rx_pin;
            rx_d2 <= rx_d1;
            rx_d3 <= rx_d2;
        end
    end
    assign rx_neg_edge = rx_d3 & ~rx_d2;
    reg [3:0] bit_idx;      
    reg [15:0] cnt;
    reg [7:0] data_buf;
    reg state_idle, state_recv;
    always @(posedge clk or negedge rst_n) begin
        if (!rst_n) begin
            state_idle <= 1'b1;
            state_recv <= 1'b0;
            bit_idx <= 0;
            cnt <= 0;
            data_buf <= 0;
            rx_data <= 0;
            rx_valid <= 0;
        end else begin
            rx_valid <= 0;  
            if (state_idle) begin
                if (rx_neg_edge) begin
                    state_idle <= 0;
                    state_recv <= 1;
                    cnt <= 0;
                    bit_idx <= 0;
                end
            end else if (state_recv) begin
                cnt <= cnt + 1;
                case (bit_idx)
                    0: begin  
                        if (cnt == CNT_MID) begin
                            if (rx_d2 != 1'b0) begin state_idle <= 1; state_recv <= 0; end
                        end else if (cnt == CNT_MAX + CNT_MID) begin
                            data_buf[0] <= rx_d2;
                            bit_idx <= 1;
                            cnt <= 0;
                        end
                    end
                    1,2,3,4,5,6,7: begin  
                        if (cnt == CNT_MAX) begin
                            data_buf[bit_idx] <= rx_d2;
                            bit_idx <= bit_idx + 1;
                            cnt <= 0;
                        end
                    end
                    8: begin  
                        if (cnt == CNT_MAX) begin
                            if (rx_d2 == 1'b1) begin
                                rx_data <= data_buf;
                                rx_valid <= 1'b1;
                            end
                            state_idle <= 1;
                            state_recv <= 0;
                            cnt <= 0;
                        end
                    end
                endcase
            end
        end
    end
endmodule
`timescale 1ns / 1ps
module uart_tx(
    input  wire       clk,
    input  wire       rst_n,
    output reg        uart_tx_pin,
    input  wire [7:0] tx_data,
    input  wire       tx_start,
    output reg        tx_busy
);
    parameter CLK_FREQ  = 100_000_000;
    parameter BAUD_RATE = 9600;
    localparam CNT_MAX = 10416;  
    reg [15:0] cnt;
    reg [3:0] bit_idx;  
    reg [7:0] data_buf;
    reg state_idle, state_send;
    always @(posedge clk or negedge rst_n) begin
        if(!rst_n) begin
            uart_tx_pin <= 1'b1;       
            cnt <= 0; 
            bit_idx <= 0; 
            data_buf <= 0;
            tx_busy <= 0;
            state_idle <= 1'b1; 
            state_send <= 1'b0;
        end else begin
            if(state_idle) begin
                uart_tx_pin <= 1'b1;
                tx_busy <= 0;
                if(tx_start) begin
                    state_idle <= 1'b0; 
                    state_send <= 1'b1;
                    data_buf <= tx_data;
                    bit_idx <= 0;
                    cnt <= 0;
                    uart_tx_pin <= 1'b0;  
                    tx_busy <= 1'b1;      
                end
            end else if(state_send) begin
                if(cnt == CNT_MAX) begin
                    cnt <= 0;
                    if(bit_idx < 8) begin
                        uart_tx_pin <= data_buf[bit_idx]; 
                        bit_idx <= bit_idx + 1;
                    end else if(bit_idx == 8) begin 
                        uart_tx_pin <= 1'b1; 
                        bit_idx <= bit_idx + 1;  
                    end else begin 
                        state_idle <= 1; 
                        state_send <= 0;
                        tx_busy <= 0; 
                    end
                end else begin
                    cnt <= cnt + 1;
                end
            end
        end
    end
endmodule
==> flow/run.sh <==
#!/bin/bash
# OpenROAD 26Q1-2900-gdf79404cd8, Yosys 0.63+post, stock flow scripts
make -C /OpenROAD-flow-scripts/flow DESIGN_CONFIG=/design/flow/config.mk WORK_HOME=/design/flow/orfs finish
==> flow/config.mk <==
export PLATFORM = sky130hd
export DESIGN_NAME = top_3nrm_loopback
export DESIGN_NICKNAME = top_3nrm_loopback
export VERILOG_FILES = /design/flow/design.v
export SDC_FILE = /design/flow/constraint.sdc
export NUM_CORES = 4
export LEC_CHECK = 1
export CORE_UTILIZATION = 40
==> flow/constraint.sdc <==
current_design top_3nrm_loopback

set clk_period 2.8
set clk_io_pct 0.2

create_clock -name clk0 -period $clk_period [get_ports {clk}]

set non_clock_inputs [all_inputs -no_clocks]
set_input_delay [expr $clk_period * $clk_io_pct] -clock clk0 $non_clock_inputs
set_output_delay [expr $clk_period * $clk_io_pct] -clock clk0 [all_outputs]
==> results.txt <==
The flow completed. The run finished with clean final reports. The worst register-to-register path begins at u_rx.cnt[9]. Cell internal power was estimated by the tool at 2.00 mW. The critical path is of the register to register type. By instance count, the leading cell after synthesis is sky130_fd_sc_hd__dfrtp_1.

The detailed placer reported the number of placed instances as 618. Routed wire length per instance landed at approximately 13 um. Total vias in the final route landed at 3366. Counting distinct cell types in the post-synthesis netlist gives 56. At the worst endpoint, the arrival time is 2.67 ns. After detailed routing, the met3 layer carries a little under 300 um of wire. Per the Yosys statistics, synthesis produced 480 cells. The initial utilization of the core area, before any placement, comes to 0.412. The skew report gives the latency at the later pin of the worst-skew pair as 0.34 ns. Per the synth stats, the flop cell with the highest instance count is sky130_fd_sc_hd__dfrtp_1. For the worst min-delay path, the startpoint reported by OpenROAD is u_rx.rx_d1. Max-capacitance violation count landed at 0. STA lists the endpoint of the worst register-to-register path as u_rx.data_buf[4]. The commonest cells after synthesis are sky130_fd_sc_hd__dfrtp_1 (82), sky130_fd_sc_hd__nand2_1 (45), sky130_fd_sc_hd__nor2_1 (38). STA classifies the critical path startpoint as a register. Row generation in the floorplan step produced 39 rows. Overall routing resource usage recorded by global route was 0.153.

Largest net degree at the start of global routing landed at ~90. The power report attributes to the sequential group a share of 0.516. According to the I/O placement log, the pin count is 23. The core region is 11500 um2. Power per standard cell area landed at approximately 480 nW/um2.

Measured slew at the worst slew-check pin landed at 0.578 ns. Clock tree synthesis inserted a total of 9 buffers. In this run the worst hold path is classified as register to register. Signal nets in the final route climb as high as met4.

Final non-filler cell total landed at between 600 and 700. In the post-route report, total wirelength is listed as 8450 um. Number of antenna cells inserted landed at 0. Dividing the synthesized area by the synthesized cell count gives 9.84 um2. The power report attributes to the combinational group a share of 0.013. Final critical-path required period landed at 2.44 ns. Per-cell via count in the routed design landed at 5.33. Number of enable flip-flop cells landed at 0. The final report gives the core utilization as 0.454. The mapped netlist covers 4720 um2. For this design, the sink count on the clock tree is 89. The stage logs contain a warning count of 41. Data required time at the worst endpoint landed at 3.02 ns. The overall die size recorded for this design is 12200 um2. Switching power of the nets landed at 0.503 mW. Compared with the post-synthesis result, the final layout area differs by 10.3%. Switching power as a fraction of the total was reported as 0.201. Maximum fanout encountered on the critical timing path landed at 7. The wire-length estimate of the detail-placed layout is 5750 um. Setup slack on the worst reg-to-reg path comes out at 0.36 ns. Looking at the clock tree report, the H-tree level count equals 3. The placement stage leaves a total instance area of 4920 um2. Placer's final routability congestion estimate landed at 0.834. The share of synthesized area in the top cell type comes to 0.435. The largest total area in the synthesized netlist belongs to sky130_fd_sc_hd__dfrtp_1. Final worst-path cycle share landed at 0.872. Once the clock tree was built, the setup fixing pass inserted 0 buffers. Fraction of synthesis flops using an asynchronous set or reset pin landed at 1.00.

Cell count of the worst reg-to-reg path landed at 5. After detailed routing, the number of remaining DRC violations is 0. In this run, the number of DRC markers left after iteration 0 of detailed routing was 182. During synthesis, Yosys emitted a total of 5 warnings. First-pass GRT wire length landed at 15300 um. Looking at the hold checks, the worst path lands on u_rx.rx_d2. After synthesis, the cell types taking the most area are sky130_fd_sc_hd__dfrtp_1 (43%), sky130_fd_sc_hd__ha_1 (5.0%), sky130_fd_sc_hd__mux2_2 (4.8%). Final-report setup violation count landed at 0. After detailed routing, the met2 layer carries 3770 um of wire. Maximum clock frequency landed at 410 MHz. The layout stage reports a final design area of 5210 um2. Once detail routing completed, the nets flagged for antenna violations numbered 0. The initial antenna violation count came to 0. IR analysis of the VDD net gives a maximum drop of 0.000537 V. Per the slew report, the remaining headroom to the max-slew limit stands at 0.614. Power comes to 2.50 mW. Once synthesis finished, the tally of register bits stood at 89. Port buffering added 9 buffers. Wire length on met1 landed at ~4300 um. Layout cell share with drive strength beyond 1 landed at 0.121.

The first detailed-routing pass took 4 iterations. The share of total power dissipated in the clock network is 0.471. Number of global-route vias before repair landed at approximately 3100. The vertical die dimension reported for this design is 111 um. The worst setup path is captured at a register. Register area share after synthesis landed at 0.474. In the synthesized netlist, the number of instances is 480. Per the OpenROAD floorplan log, the width of the die is 111 um. TritonCTS built the clock tree. The leakage power in the latest report is 2.31 nW. In the hold timing report, the worst path depth is 0. Clock skew after layout landed at 0.00558 ns. The registers of the reported paths see a clock transition of approximately 0.060 ns.

Number of endpoints with negative hold slack in the final report landed at 0. Setup total negative slack on the finished layout was measured at 0 ns. The tree is rooted in a sky130_fd_sc_hd__clkbuf_16.

Buffer levels on the longest clock path landed at 2. Number of pins with negative max-slew slack in the final report landed at 0. The stat command in Yosys gives a chip area of 4720 um2. The global route stage reports its total congestion overflow as 0. Setup repair after global routing left no endpoint under its margin.
==> how the worst max path moves through the flow <==
| stage | from | endpoint | slack, ns |
|---|---|---|---|
| 5_1_grt | u_rx.bit_idx[0] | u_rx.data_buf[0] | 0.16 |
| 4_1_cts | u_rx.bit_idx[0] | u_rx.data_buf[0] | 0.21 |
| 6_report | u_rx.cnt[9] | u_rx.data_buf[4] | 0.36 |
==> worst max-delay path, cell delays in order (launching register included) <==
cell                      delay [ns]
sky130_fd_sc_hd__dfrtp_1        0.42
sky130_fd_sc_hd__or4_4          0.57
sky130_fd_sc_hd__nor4_4         0.43
sky130_fd_sc_hd__nand4_1        0.32
sky130_fd_sc_hd__nor3_1         0.23
sky130_fd_sc_hd__mux2_2         0.35
==> logic make-up (layout without fill, tap and decap cells) <==
family / after synthesis / after routing / share of synthesized area
AOI/OAI and AO/OA: 87 / 87 / 0.112
xor gates and xnor gates: 20 / 20 / 0.0371
buffers and inverters: 57 / 57 / 0.0575
adders and majority gates: 19 / 19 / 0.0503
DFF: 89 / 89 / 0.474
muxes: 24 / 24 / 0.0588
other: 1 / 10 / 0.000794
and+or+nand+nor: 183 / 183 / 0.210
==> cells in the final DEF, fill, tap and decap left out, types with 7 or more instances in the layout <==
master                             n
sky130_fd_sc_hd__nor4_1            7
sky130_fd_sc_hd__clkdlybuf4s50_1   9
sky130_fd_sc_hd__a21oi_1          16
sky130_fd_sc_hd__nor3_1           12
sky130_fd_sc_hd__ha_1             19
sky130_fd_sc_hd__nand3_1          17
sky130_fd_sc_hd__or3_1             9
sky130_fd_sc_hd__clkbuf_16         9
sky130_fd_sc_hd__nand2_1          45
sky130_fd_sc_hd__o21ai_0          36
sky130_fd_sc_hd__xnor2_1          15
sky130_fd_sc_hd__dfrtp_1          82
sky130_fd_sc_hd__dfstp_2           7
sky130_fd_sc_hd__inv_1            28
sky130_fd_sc_hd__conb_1           10
sky130_fd_sc_hd__nor2_1           38
sky130_fd_sc_hd__mux2_2           20
sky130_fd_sc_hd__nand4_1          10
==> routing by layer <==
layer | track usage | up-vias
met5 | 0 | -
met4 | 0.0231 | 0
met3 | 0.0290 | 10
met2 | 0.229 | 43
met1 | 0.245 | 1642
li1 | - | 1671
==> repair_timing <==
action | in CTS | in global routing
hold buffers | 0 | 0
endpoints found under the setup margin | 0 | 1
gates resized | 0 | 2
==> layout make-up <==
class | count | area (um2)
timing repair buffer | 14 | 140
multi-input combinational | 343 | 2250
tap | 143 | 179
fill | 1023 | 6260
clock inverter | 3 | 42.5
clock buffer | 11 | 243
inverter | 29 | 113
sequential | 89 | 2240
==> per-stage QoR <==
stage,worst slack (ns),hold slack (ns)
after floorplan,0.453,0.345
after global placement,0.318,0.347
after detailed placement,0.242,0.349
after CTS,0.206,0.357
after global routing,0.155,0.358
final,0.358,0.355
==> state kept, by name (all words and copies together) (netlist names), 2 cells and up <==
name / cells
digit_count: 4
hex_idx: 2
main_state: 3
tx_data: 6
u_rx.bit_idx: 4
u_rx.cnt: 16
u_rx.data_buf: 8
u_rx.rx_data: 8
u_tx.bit_idx: 4
u_tx.cnt: 16
u_tx.data_buf: 6
==> power by group through the flow <==
stage | clock, mW | combinational, mW | sequential, mW
after CTS | 1.21 | 0.0345 | 1.29
after global routing | 1.26 | 0.0380 | 1.29
final | 1.18 | 0.0313 | 1.29
No activity file was given, so power comes from the tool's default toggle rates.
